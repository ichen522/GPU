[design/flow/config.mk]
export PLATFORM = sky130hd
export DESIGN_NAME = tensor_unit_64bit
export DESIGN_NICKNAME = tensor_unit_64bit
export VERILOG_FILES = /design/flow/design.v
export SDC_FILE = /design/flow/constraint.sdc
export NUM_CORES = 4
export LEC_CHECK = 1
export CORE_UTILIZATION = 40
[design/flow/constraint.sdc]
current_design tensor_unit_64bit

set clk_period 25.2
set clk_io_pct 0.2

create_clock -name clk0 -period $clk_period [get_ports {clk}]

set non_clock_inputs [all_inputs -no_clocks]
set_input_delay [expr $clk_period * $clk_io_pct] -clock clk0 $non_clock_inputs
set_output_delay [expr $clk_period * $clk_io_pct] -clock clk0 [all_outputs]
[design/flow/design.v]
`timescale 1ns / 100ps
module lzc_17bit (
    input  wire [16:0] in_val,
    output reg  [4:0]  shift_amt,
    output reg         is_zero
);
    always @(*) begin
        is_zero = 1'b0;
        if      (in_val[16]) shift_amt = 5'd0;
        else if (in_val[15]) shift_amt = 5'd1;
        else if (in_val[14]) shift_amt = 5'd2;
        else if (in_val[13]) shift_amt = 5'd3;
        else if (in_val[12]) shift_amt = 5'd4;
        else if (in_val[11]) shift_amt = 5'd5;
        else if (in_val[10]) shift_amt = 5'd6;
        else if (in_val[9])  shift_amt = 5'd7;
        else if (in_val[8])  shift_amt = 5'd8;
        else if (in_val[7])  shift_amt = 5'd9;
        else if (in_val[6])  shift_amt = 5'd10;
        else if (in_val[5])  shift_amt = 5'd11;
        else if (in_val[4])  shift_amt = 5'd12;
        else if (in_val[3])  shift_amt = 5'd13;
        else if (in_val[2])  shift_amt = 5'd14;
        else if (in_val[1])  shift_amt = 5'd15;
        else if (in_val[0])  shift_amt = 5'd16;
        else begin
            shift_amt = 5'd17;
            is_zero = 1'b1;
        end
    end
endmodule
module bf16_mac_core (
    input  wire        clk,
    input  wire        rst_n,
    input  wire        en,
    input  wire [15:0] a,         
    input  wire [15:0] b,         
    input  wire [15:0] c,         
    input  wire        do_relu,   
    output reg  [15:0] d,         
    output reg         valid_out
);
    reg  [15:0] s1_c;
    reg         s1_sign_mul;
    reg  [8:0]  s1_exp_mul; 
    reg  [15:0] s1_mant_mul;
    reg         s1_valid;
    reg         s1_do_relu;
    wire [7:0] mant_a = {1'b1, a[6:0]};  
    wire [7:0] mant_b = {1'b1, b[6:0]};
    always @(posedge clk or negedge rst_n) begin
        if (!rst_n) begin
            s1_valid <= 1'b0;
        end else if (en) begin
            s1_sign_mul <= a[15] ^ b[15];
            s1_exp_mul  <= a[14:7] + b[14:7] - 8'd127;
            s1_mant_mul <= mant_a * mant_b;
            s1_c        <= c;
            s1_do_relu  <= do_relu;
            s1_valid    <= 1'b1;
        end else begin
            s1_valid <= 1'b0;
        end
    end
    reg         s2_sign_res;
    reg  [8:0]  s2_exp_res;
    reg  [16:0] s2_mant_sum; 
    reg         s2_valid;
    reg         s2_do_relu;
    wire        c_sign = s1_c[15];
    wire [8:0]  c_exp  = {1'b0, s1_c[14:7]};
    wire [15:0] c_mant = {1'b1, s1_c[6:0], 8'b0};  
    reg [8:0]  exp_diff;
    reg [8:0]  larger_exp;
    reg [15:0] aligned_mul_mant;
    reg [15:0] aligned_c_mant;
    always @(*) begin
        if (s1_exp_mul > c_exp) begin
            exp_diff         = s1_exp_mul - c_exp;
            larger_exp       = s1_exp_mul;
            aligned_mul_mant = s1_mant_mul;
            aligned_c_mant   = c_mant >> exp_diff;
        end else begin
            exp_diff         = c_exp - s1_exp_mul;
            larger_exp       = c_exp;
            aligned_mul_mant = s1_mant_mul >> exp_diff;
            aligned_c_mant   = c_mant;
        end
    end
    always @(posedge clk or negedge rst_n) begin
        if (!rst_n) begin
            s2_valid <= 1'b0;
        end else begin
            s2_exp_res <= larger_exp;
            if (s1_sign_mul == c_sign) begin
                s2_mant_sum <= aligned_mul_mant + aligned_c_mant;
                s2_sign_res <= s1_sign_mul;
            end else begin
                if (aligned_mul_mant > aligned_c_mant) begin
                    s2_mant_sum <= aligned_mul_mant - aligned_c_mant;
                    s2_sign_res <= s1_sign_mul;
                end else begin
                    s2_mant_sum <= aligned_c_mant - aligned_mul_mant;
                    s2_sign_res <= c_sign;
                end
            end
            s2_do_relu <= s1_do_relu;
            s2_valid   <= s1_valid;
        end
    end
    wire [4:0] shift_amount;
    wire       mant_is_zero;
    lzc_17bit u_lzc (
        .in_val(s2_mant_sum),
        .shift_amt(shift_amount),
        .is_zero(mant_is_zero)
    );
    wire [16:0] norm_mant = s2_mant_sum << shift_amount;
    wire [8:0]  norm_exp  = s2_exp_res - {4'b0, shift_amount};
    always @(posedge clk or negedge rst_n) begin
        if (!rst_n) begin
            valid_out <= 1'b0;
            d         <= 16'b0;
        end else begin
            if (s2_valid) begin
                valid_out <= 1'b1;
                if (mant_is_zero) begin
                    d <= 16'b0;
                end else begin
                    d[15]   <= s2_sign_res;
                    d[14:7] <= norm_exp[7:0];
                    d[6:0]  <= norm_mant[15:9];  
                end
                if (s2_do_relu && s2_sign_res) begin
                    d <= 16'b0;
                end
            end else begin
                valid_out <= 1'b0;
            end
        end
    end
endmodule
module tensor_unit_64bit (
    input  wire        clk,
    input  wire        rst_n,
    input  wire        en,
    input  wire [63:0] vector_a,
    input  wire [63:0] vector_b,
    input  wire [63:0] vector_c,
    input  wire        do_relu,
    output wire [63:0] vector_out,
    output wire        valid_out
);
    wire v0, v1, v2, v3;
    assign valid_out = v0 & v1 & v2 & v3;
    bf16_mac_core lane0 (
        .clk(clk), .rst_n(rst_n), .en(en), .do_relu(do_relu),
        .a(vector_a[15:0]), .b(vector_b[15:0]), .c(vector_c[15:0]),
        .d(vector_out[15:0]), .valid_out(v0)
    );
    bf16_mac_core lane1 (
        .clk(clk), .rst_n(rst_n), .en(en), .do_relu(do_relu),
        .a(vector_a[31:16]), .b(vector_b[31:16]), .c(vector_c[31:16]),
        .d(vector_out[31:16]), .valid_out(v1)
    );
    bf16_mac_core lane2 (
        .clk(clk), .rst_n(rst_n), .en(en), .do_relu(do_relu),
        .a(vector_a[47:32]), .b(vector_b[47:32]), .c(vector_c[47:32]),
        .d(vector_out[47:32]), .valid_out(v2)
    );
    bf16_mac_core lane3 (
        .clk(clk), .rst_n(rst_n), .en(en), .do_relu(do_relu),
        .a(vector_a[63:48]), .b(vector_b[63:48]), .c(vector_c[63:48]),
        .d(vector_out[63:48]), .valid_out(v3)
    );
endmodule
[design/flow/run.sh]
#!/bin/bash
# OpenROAD 26Q1-2900-gdf79404cd8, Yosys 0.63+post, stock flow scripts
make -C /OpenROAD-flow-scripts/flow DESIGN_CONFIG=/design/flow/config.mk WORK_HOME=/design/flow/orfs finish
==> flow_summary.yaml <==
# physical design summary
status:
  run_status: "finished clean"
power:
  vdd_ir_drop_max_mv: 0.0592
  internal_power_mw: 2.35
  p_sw_mw: 1.93
  p_leak_nw: 20.0
  power_frac_seq_pct: 23.8
  clock_power_share_pct: 15.1
  combPwrFrac_pct: 61.1
  switching_share_pct: 45.1
  powerDensity_mw_per_mm2: 90.2
detailed_routing:
  routedWlPerCell_um: 17.9
  drc_errors: 0
  diodes: 0
  via_per_inst: 5.53
  totalWireLength_mm: 112
  num_vias: 34700
  drt-pass1-iter-count: 8
  drt-initial-drc-count: 2207
  detail-route-antenna-nets: 0
clock_network:
  cts_inserted_buffers: 45
  cts_hold_buf: 0
  cts_tree: "yes"
  cts.sink_count: 341
  clkTransAtPathRegs_ns: 0.06
  cts_buffer_depth: 3
  post_cts_resized: 0
  htreeDepth: 2
  cts_setup_buffers: 0
  clkLatencyLatePin_ns: 0.61
  root_buffer: "clkbuf_16"
logic_synthesis:
  ys_seq_elements: 341
  netlist_instances: 4717
  yosysChipArea_sq_mm: 0.0420
  syn_area_sq_mm: 0.0420
  synth_cell_types: 102
  ys_cells: 4717
  edf_count: 274
  ys_seq_share_pct: 23.6
  synth.top_cell.area_share_pct: 19.6
  yosys-top-cells-area: "edfxtp_1 (20%), ha_1 (14%), fa_1 (8.2%), inv_1 (4.2%), dfrtp_1 (4.0%)"
  async_flop_share_pct: 19.6
  yosys_warnings: 2
  largest_area_cell: "edfxtp_1"
  syn_avg_cell_area_sq_um: 8.91
  synthFlopType: "edfxtp_1"
floorplanning:
  fp-row-count: 118
  die_area_sq_mm: 0.106
  core_area_sq_mm: 0.104
  die_x_um: 326
  die_h_um: 326
  core_util_floorplan_pct: 40.5
  io_pins: 261
critical_path:
  critPathRequiredTime_ns: 25.54
  worstPathCellList: "clkdlybuf4s50_1, and2_1, fa_1, fa_1, inv_1, fa_1, inv_1, fa_1, ha_1, o21ai_0, a21boi_0, o21ai_0, a21boi_0, o21ai_0, a21oi_1, o41ai_1, xnor2_1"
  critPathBufInv: 3
  slowest_stage: "clkdlybuf4s50_1"
  cp-start-kind: "input pin"
  cp_common_cell: "fa_1"
  worstSetupEndpointType: "flip-flop"
  rrSetupSlack_ns: 16.92
  worst_path_largest_cell_delay_ns: 0.57
  critPathMaxFanout: 8
  crit_family: "adder cells"
  arrival_ns: 9.61
  critPathKind: "input pin to flip-flop"
final_timing:
  slew_headroom_pct: 36.5
  tightest_slew_ns: 0.928
  min_period_ns: 9.27
  worst_clock_skew_ns: 0.0220
  setup_tns_ns: 0
  hold_violations: 0
  period_used_pct: 36.8
  fmax_ghz: 0.108
  drv_slew: 0
  fin_hold_ws_ns: 0.360
  setup_viol: 0
  rsz0062_at_grt: "no"
layout:
  nFillCells: 10000
  drive_gt1_share_pct: 5.84
  syn_to_final_growth_pct: 12.7
global_routing:
  grt_pass1_wl_mm: 183
  grt_max_degree: 71
  grt-ovfl-total: 0
  antenna_found_initial: 1
  grtUsageTotal_pct: 21.9
  grt_pass1_vias: 33900
run:
  warnings: 189
  timing.max_cap.violations: 0
place:
  dp_hpwl_mm: 90.1
  gp_congestion: 0.961
  portBuffers: 260
worst_hold_path:
  min_path_type: "flip-flop to flip-flop"
## power by group through the flow
stage         Combinational (mW)  Clock, mW  Sequential (mW)
global route                2.92      0.690             1.04
finish                      2.61      0.645             1.02
CTS                         2.61      0.674             1.02
## kinds of logic after synthesis
group	Yosys count	share of synthesized area (%)
buffers and inverters	682	6.23
AOI/OAI and AO/OA	1306	21.8
DFF	341	23.6
muxes	226	6.66
and+or+nand+nor	1347	15.9
xor gates and xnor gates	167	3.48
adders and majority gates	648	22.4
## metal layers
metal / global-route usage, % / share of wire [%]
met1: 33.8 / 47
met2: 33.1 / 45
met3: 4.72 / 6.4
met4: 3.72 / 2.0
met5: 0 / 0.015
## cell usage in the layout (no fill, tap or decap), drive strengths merged, types with 27 or more instances in the layout
cell type	netlist	final
a211oi	52	52
a21o	73	73
a21oi	266	266
a22oi	30	30
a31oi	42	42
and2	195	195
buf	47	44
clkbuf	161	61
clkdlybuf4s50	0	259
dfrtp	67	67
edfxtp	274	274
fa	172	172
ha	476	476
inv	471	474
mux2	51	51
mux2i	137	137
mux4	38	38
nand2	318	318
nand2b	59	59
nand3	73	73
nor2	322	322
nor2b	74	74
nor3	119	119
nor4	32	32
o211ai	59	59
o21a	52	52
o21ai	236	236
o21bai	44	44
o2bb2ai	44	44
o31a	38	38
o31ai	41	41
o41ai	31	31
or2	27	27
or3	39	39
xnor2	130	130
xor2	37	37
## registers in the layout (all words and copies together), names as in the netlist, 17 cells and up
register,flops
lane3.s2_mant_sum,17
lane0.s2_mant_sum,17
lane1.s2_mant_sum,17
lane2.s2_mant_sum,17
## worst register-to-register path: cells and delay by family, from the launching register on
kind,cells,cell delay [ns]
AOI/OAI and AO/OA,7,2.28
xor gates and xnor gates,2,0.30
adders and majority gates,2,1.19
buffers and inverters,2,0.85
DFF,1,0.42
muxes,2,0.66
and+or+nand+nor,5,2.32
## through the flow
stage / utilization (%) / power, mW / setup WS [ns] / instances / area, sq um
3_5_place_dp: 44.2 / 3.62 / 15.32 / 6193 / 45900
6_report: 45.6 / 4.28 / 15.93 / 6276 / 47400
2_1_floorplan: - / 2.89 / 15.76 / 4717 / 42000
4_1_cts: 45.6 / 4.30 / 15.97 / 6276 / 47400
3_3_place_gp: 44.2 / 3.62 / 15.34 / 6193 / 45900
5_1_grt: 45.6 / 4.66 / 15.51 / 6276 / 47400
## cell type report
cell class | count | area (sq um) | area share (%)
Clock buffer | 60 | 1220 | 2.58
Clock inverter | 23 | 243 | 0.512
Inverter | 474 | 1780 | 3.75
Multi-Input combinational cell | 3694 | 29600 | 62.4
Sequential cell | 341 | 9900 | 20.9
Tap cell | 1380 | 1730 | 3.64
Timing Repair Buffer | 304 | 2940 | 6.20
## path summary, 6_finish.rpt
check / start / endpoint / cells past startpoint
max reg2reg: lane0.s1_exp_mul[0] / lane0.s2_mant_sum[8] / 20
min: lane0.s1_valid / lane0.s2_valid / 0
min reg2reg: lane0.s1_valid / lane0.s2_valid / 0
max: vector_b[18] / lane1.s1_mant_mul[15] / 17
max in group asynchronous: rst_n / lane1.d[12] / 3
min in group asynchronous: rst_n / lane2.d[13] / 1
## Yosys cell counts, types with 52 or more instances
| library cell | instances |
|---|---|
| fa_1 | 172 |
| o211ai_1 | 59 |
| and2_1 | 193 |
| nor3_1 | 118 |
| dfrtp_1 | 67 |
| xnor2_1 | 130 |
| clkbuf_1 | 161 |
| mux2i_1 | 137 |
| nand2_1 | 316 |
| o21ai_0 | 224 |
| ha_1 | 476 |
| nand2b_1 | 58 |
| o21a_1 | 52 |
| nor2_1 | 321 |
| edfxtp_1 | 274 |
| a21o_1 | 73 |
| nor2b_1 | 74 |
| inv_1 | 468 |
| a21oi_1 | 265 |
| nand3_1 | 72 |
Power figures rest on the tool's default switching activity, not on a simulated workload.
